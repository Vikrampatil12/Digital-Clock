File: /design/flow/config.mk
export PLATFORM = sky130hd
export DESIGN_NAME = digital_clock
export DESIGN_NICKNAME = digital_clock
export VERILOG_FILES = /design/flow/design.v
export SDC_FILE = /design/flow/constraint.sdc
export NUM_CORES = 4
export LEC_CHECK = 1
export CORE_UTILIZATION = 50
File: /design/flow/constraint.sdc
current_design digital_clock

set clk_period 5.6
set clk_io_pct 0.2

create_clock -name clk0 -period $clk_period [get_ports {clk}]

set non_clock_inputs [all_inputs -no_clocks]
set_input_delay [expr $clk_period * $clk_io_pct] -clock clk0 $non_clock_inputs
set_output_delay [expr $clk_period * $clk_io_pct] -clock clk0 [all_outputs]
File: /design/flow/design.v
`timescale 1ns / 1ps
module clkDivider(clk, clkOut);
input clk;
output reg clkOut=0;
reg [31:0] count = 0;
always@(negedge clk)
begin
    if (count == 49999999)
    begin
        clkOut <= ~clkOut;
        count <= 0;
    end
    else
        count <= count + 1;
end
endmodule
`timescale 1ns / 1ps
module clockdividersw(clk, clkOutsw);
input clk;
output reg clkOutsw=0;
reg [31:0] count = 0;
always@(negedge clk)
begin
    if (count == 499999)
    begin
        clkOutsw <= ~clkOutsw;
        count <= 0;
    end
    else
        count <= count + 1;
end
endmodule
`timescale 1ns / 1ps
module digital_clock(
input clk,
input rst,
input set,
input hrup,
input minup,
input clockdisplay,
input alarm,
input set_alarm,
input alarmhrs_up,
input alarmmins_up,
output reg alarm_triggered,
input stopwatch,
input stopwatchstart,
input stopwatchreset,
output reg [3:0] Anode_Activation,
 output reg[6:0] Cathode_Activation,
 output reg[4:0]hours=0,
 output reg [5:0] stopwatch_mins=0
 );
reg  [4:0]set_alarm_hours=0;
reg  [5:0]set_alarm_mins=0;
reg [6:0] stopwatch_ms=0;
reg [5:0] stopwatch_secs=0;
wire divclk;
wire clocksw;
reg [5:0] secs=0;
reg [5:0]mins=0;
clkDivider clkDividerInst(clk,divclk);
clockdividersw stopwatchclkdivider1(clk,clocksw);
always @(posedge divclk or posedge rst)
begin
    if (rst == 1)
    begin
        secs <= 0;
        mins <= 0;
        hours <= 0;
    end 
    else
    begin
        if (alarm==1)
        begin
            if (set_alarm_hours == hours && set_alarm_mins == mins)
                alarm_triggered <= 1;
            else
                alarm_triggered <= 0;
        end
        if(alarm==0)
        alarm_triggered=0;
        if (set == 1)
        begin
            if (minup == 1) begin
                mins <= mins + 1;
                if(mins==59)
                mins<=0;
                end
            if (hrup == 1)begin
                hours <= hours + 1;
                if (hours==23)
                hours<=0;
                end
        end
        else
        begin
            if (secs == 59)
            begin
                secs <= 0;
                if (mins == 59)
                begin
                    mins <= 0;
                    if (hours == 23)
                        hours <= 0;
                    else
                        hours <= hours + 1;
                end
                else
                    mins <= mins + 1;
            end
            else
                secs <= secs + 1;
        end
    end
end
always @(posedge divclk) begin
     begin
        if (set_alarm == 1) begin
            if (alarmhrs_up) begin
                if (set_alarm_hours == 23)
                    set_alarm_hours <= 0;
                else
                    set_alarm_hours <= set_alarm_hours + 1;
            end
            if (alarmmins_up) begin
                if (set_alarm_mins == 59)
                    set_alarm_mins <= 0;
                else
                    set_alarm_mins <= set_alarm_mins + 1;
            end
        end
    end
end
always @(posedge clocksw)
begin
if(stopwatchreset==1)
begin
stopwatch_ms<=0;
stopwatch_secs<=0;
stopwatch_mins<=0;
end
if(stopwatch==1 && stopwatchstart==1)
begin
stopwatch_ms<=stopwatch_ms+1;
if(stopwatch_ms==99)
begin
stopwatch_secs=stopwatch_secs+1;
stopwatch_ms<=0;
if(stopwatch_secs==59)
begin
stopwatch_mins=stopwatch_mins+1;
stopwatch_secs<=0;
end
end
end
end
reg [3:0] LED_BCD;
reg [19:0] refresh_counter;
wire [1:0] LED_activation_counter;
always @(posedge clk or posedge rst) begin
    if (rst == 1) begin
        refresh_counter <= 0;
    end else begin
        refresh_counter <= refresh_counter + 1;
    end
end
assign LED_activation_counter = refresh_counter[19:18];
always @(*) begin
    case(LED_activation_counter)
    2'b00: begin
        Anode_Activation = 4'b0111; 
       if(set_alarm==0 && stopwatch==0)
        LED_BCD = mins/10;
        if(set_alarm==1 && stopwatch==0)
        LED_BCD=set_alarm_hours/10;
        if(stopwatch==1 && set_alarm==0)
        LED_BCD=stopwatch_secs/10;
    end
    2'b01: begin
        Anode_Activation = 4'b1011; 
        if(set_alarm==0 && stopwatch==0)
        LED_BCD = mins%10;
        if(set_alarm==1 && stopwatch==0)
        LED_BCD=set_alarm_hours%10;
        if(stopwatch==1 && set_alarm==0)
        LED_BCD=stopwatch_secs%10;
    end
    2'b10: begin
        Anode_Activation = 4'b1101; 
        if(set_alarm==0 && stopwatch==0)
        LED_BCD = secs/10;
        if(set_alarm==1 && stopwatch==0)
        LED_BCD=set_alarm_mins/10;
        if(stopwatch==1 && set_alarm==0)
        LED_BCD=stopwatch_ms/10;
    end
    2'b11: begin
        Anode_Activation = 4'b1110; 
        if(set_alarm==0 && stopwatch==0)
        LED_BCD = secs%10;
        if(set_alarm==1 && stopwatch==0)
        LED_BCD=set_alarm_mins%10;
        if(stopwatch==1 && set_alarm==0)
        LED_BCD=stopwatch_ms%10;
    end
    endcase
end
always @(*) begin
    case(LED_BCD)
    4'b0000: Cathode_Activation = 7'b0000001;  
    4'b0001: Cathode_Activation = 7'b1001111;  
    4'b0010: Cathode_Activation = 7'b0010010;  
    4'b0011: Cathode_Activation = 7'b0000110;  
    4'b0100: Cathode_Activation = 7'b1001100;  
    4'b0101: Cathode_Activation = 7'b0100100;  
    4'b0110: Cathode_Activation = 7'b0100000;  
    4'b0111: Cathode_Activation = 7'b0001111;  
    4'b1000: Cathode_Activation = 7'b0000000;  
    4'b1001: Cathode_Activation = 7'b0000100;  
    default: Cathode_Activation = 7'b0000001;  
    endcase
end
endmodule
File: /design/flow/run.sh
#!/bin/bash
# OpenROAD 26Q1-2900-gdf79404cd8, Yosys 0.63+post, stock flow scripts
make -C /OpenROAD-flow-scripts/flow DESIGN_CONFIG=/design/flow/config.mk WORK_HOME=/design/flow/orfs finish
==> flow_summary_export.csv <==
group,metric,value,unit
run_status,outcome,"complete, no violations",
synth,synthDistinctLibCells,87,
synth,topCombFamilyByArea,"simple AND/OR/NAND/NOR gates",
power,vdd_drop_max,0.000221,V
worst_setup_path,crit_fanout,23,
power,net-switching-power,0.000453,W
worst_setup_path,cp.arrival,2.45,ns
timing,unclocked_regs,51,
synth,yosysChipArea,0.00802,mm2
min_path,worstHoldStart,"clkDividerInst.count[6]",
timing,tightest_slew,0.833,ns
floorplanning,pin_count,36,
job,cap_viol_max_count,0,
clock_network,cts_buffers,9,
synth,synth_warnings,3,
timing,finalHoldViolations,0,
synth,ys_sh_mux,2.04,%
synth,synth_area_per_cell,9.15,um2
clock_network,ctsRootBufferMaster,"clkbuf_16",
synth,synth.top_cell.area_share,16.0,%
drt,first_pass_iters,5,
min_path,hp-class,"reg2reg",
synth,edf_count,32,
final_layout,area_growth,13.2,%
synth,ys_sh_simple,25.5,%
worst_setup_path,crit_type,"reg2out",
placement,numPortBuffers,32,
timing,relSlewSlack,44.5,%
global_routing,grt_pass1_wl,28900,um
clock_network,cts_tree,"done",
global_routing,grt_pass1_vias,6257,
timing,fmax,280,MHz
timing,setup_viol,0,
timing,rsz0062_at_grt,"false",
drt,wire_per_inst,14.2,um
timing,fin_crit,3.57,ns
synth,syn_area,0.00802,mm2
power,power_leakage,3.79,nW
synth,postSynth.asyncResetShare,27.0,%
final_layout,fin_cells,1179,
drt,drc,0,
power,power_density,171,mW/mm2
power,p_int,0.00110,W
power,pwr-share-clk,51.3,%
placement,place.gp.congestion,0.904,
final_layout,mostFrequentLayoutCell,"inv_1",
synth,topCellsByArea,"dfxtp_1, edfxtp_1, dfrtp_1",
worst_setup_path,crit_chain,"and2b_1 > clkinv_1 > clkdlybuf4s50_1",
floorplanning,core,0.0154,mm2
power,swShare,29.2,%
power,comb_power_share,8.3,%
worst_setup_path,crit_path_end_kind,"output pin",
synth,ff_type,"dfxtp_1",
timing,untimed_endpoints,99,
floorplanning,rows,45,
clock_network,path_clk_slew,0.07,ns
synth,synthXorXnorAreaFrac,11.3,%
floorplanning,die_h,129,um
worst_setup_path,r2r_cells,9,
timing,slew_viol_final,0,
floorplanning,dieArea,0.0166,mm2
drt,via_per_inst,5.58,
clock_network,htreeDepth,3,
synth,top_area_cell,"dfxtp_1",
drt,drt_first_iter_violations,366,
min_path,hold_depth,1,
global_routing,antenna_found_initial,0,
synth,synth_adder_area_share,3.90,%
clock_network,postCtsSetupBuffers,0,
worst_setup_path,crit_path_max_incr_delay,0.64,ns
clock_network,hold_buffers,0,
worst_setup_path,slowest_stage,"dfrtp_1",
final_layout,drive_gt1_share,5.89,%
clock_network,clockBufferDepth,2,
clock_network,clock_latency,0.40,ns
timing,period_used_share,63.8,%
final_layout,layout_top_cells,"inv_1, nor2_1, nand2_1, dfxtp_1, xnor2_1",
worst_setup_path,r2r-start,"clkDividerInst.count[2]",
placement,hpwl,12500,um
power,power_frac_seq,40.4,%
placement,dp_cells,1099,
timing,tns,0,ns
drt,antenna_left,0,
worst_setup_path,reg2reg_to,"clkDividerInst.count[23]",
drt,antennaDiodeCount,0,
global_routing,grt_overflow_total,0,
synth,synth_cells,877,
timing,timing.hold.ws,0.450,ns
drt,totalWireLength,16700,um
synth,synthAoiAreaFrac,13.8,%
drt,vias,6575,
job,warnings,100,
global_routing,track_usage,22.3,%
worst_setup_path,crit_path_start_kind,"register",
global_routing,grt_max_degree,38,
synth,ys_cells,877,
min_path,worstHoldEndpoint,"clkDividerInst.count[6]",
floorplanning,fp_util,52.0,%
synth,synth-seq-cells,137,
floorplanning,die_width,129,um
worst_setup_path,ff2ff_setup_slack,3.12,ns
clock_network,cts_resized,0,
timing,skew,0.0185,ns
worst_setup_path,cp.required,4.48,ns
==> flip-flops by register name, summed over array words and instances (netlist names), 6 cells and up <==
signal                      cells
clkDividerInst.count           32
stopwatchclkdivider1.count     32
refresh_counter                20
stopwatch_ms                    7
mins                            6
secs                            6
set_alarm_mins                  6
stopwatch_mins                  6
stopwatch_secs                  6
==> stage by stage <==
stage | utilization (%) | instance area [um2] | power [W] | worst slack (ns)
6_report | 58.9 | 9080 | 0.00155 | 2.03
5_1_grt | 58.9 | 9080 | 0.00166 | 1.89
4_1_cts | 58.9 | 9080 | 0.00159 | 2.05
3_5_place_dp | 55.3 | 8530 | 0.000835 | 2.43
3_3_place_gp | 55.3 | 8530 | 0.000834 | 2.43
2_1_floorplan | - | 8020 | 0.000800 | 3.42
==> synthesized netlist by cell type (9+ instances only) <==
cell,n
nand2b_1,10
a21oi_1,25
nor4_1,11
ha_1,25
xor2_1,39
nand3_1,54
nor2_1,81
clkbuf_1,18
xnor2_1,59
and3_1,18
nand3b_1,11
dfxtp_1,64
a211oi_1,10
edfxtp_1,32
nand4_1,24
nor2b_1,14
nand2_1,77
o21ai_0,33
nor3_1,17
inv_1,31
o211ai_1,9
dfrtp_1,37
and2_1,9
==> how the worst max path moves through the flow <==
stage | from | end | cells after the start
6_report | refresh_counter[18] | Anode_Activation[1] | 3
4_1_cts | refresh_counter[18] | Anode_Activation[1] | 3
5_1_grt | refresh_counter[18] | Anode_Activation[1] | 3
==> kinds of logic after synthesis <==
| group | after synthesis |
|---|---|
| compound gates | 155 |
| latches | 4 |
| buf+inv | 62 |
| other cells | 1 |
| flops | 133 |
| mux | 15 |
| xor+xnor | 101 |
| fa+ha+maj | 25 |
| simple gates | 381 |
==> per-layer routing <==
metal	track usage, %	up-vias	share of wire (%)
met5	0	-	0
met4	6.51	0	2.4
met3	4.40	29	3.7
met2	33.5	136	46
met1	34.0	3073	48
li1	-	3337	-
==> layout make-up <==
type	instances	area (um2)
timing repair buffer	39	373
clock buffer	9	225
inverter	33	124
sequential	137	3230
clock inverter	72	329
multi-input combinational	678	4540
tap	211	264
fill	1301	6340
==> power by group through the flow <==
stage | combinational [W] | clock, W | sequential (W)
CTS | 0.000128 | 0.000832 | 0.000626
finish | 0.000129 | 0.000795 | 0.000626
global route | 0.000143 | 0.000891 | 0.000624
==> worst max-delay path, delay by kind of cell (launching register included) <==
family	cells	cell delay (ns)
flip-flops	1	0.64
buffers and inverters	2	0.88
AND/OR/NAND/NOR	1	0.58
Power is estimated from default activity; no workload was simulated.
